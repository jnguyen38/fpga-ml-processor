--- run.sh ---
#!/bin/bash
# OpenROAD 26Q1-2900-gdf79404cd8, Yosys 0.63+post, stock flow scripts
make -C /OpenROAD-flow-scripts/flow DESIGN_CONFIG=/design/flow/config.mk WORK_HOME=/design/flow/orfs finish
--- config.mk ---
export PLATFORM = sky130hd
export DESIGN_NAME = system
export DESIGN_NICKNAME = system
export VERILOG_FILES = /design/flow/design.v
export SDC_FILE = /design/flow/constraint.sdc
export NUM_CORES = 4
export LEC_CHECK = 1
export CORE_UTILIZATION = 30
--- constraint.sdc ---
current_design system

set clk_period 2.7
set clk_io_pct 0.2

create_clock -name clk0 -period $clk_period [get_ports {CLOCK_50}]

set non_clock_inputs [all_inputs -no_clocks]
set_input_delay [expr $clk_period * $clk_io_pct] -clock clk0 $non_clock_inputs
set_output_delay [expr $clk_period * $clk_io_pct] -clock clk0 [all_outputs]
--- design.v ---
module adder(
	input		[7:0] a,
	input 	[11:0] b,
	input				clk,
	output reg	[11:0] out
	);
	initial out = 0;
	always @(posedge clk)
		if (a >= 0 && b >= 0)
			out = a + b;
endmodule
module compute (
	input [3:0] ram_out,
	input [3:0] rom_out,
	input [3:0] clk,
	input			rst,
	input 		enable,
	output reg [11:0] display
	);
	reg mux_sel = 0;
	wire [7:0]	mult_out;    
	wire [11:0] add_out;     
	wire [11:0] dff_out;     
	wire [11:0] mux_out;     
	multiplier mult_rr (
		.a (ram_out),
		.b (rom_out),
		.clk (clk[1]),
		.enable (enable),
		.out (mult_out)
		);
	adder add_rr (
		.a (mult_out),
		.b (mux_out),
		.clk (clk[1]),
		.out (add_out)
		);
	my_dff dff_rr (
		.d (add_out),
		.clk (clk[0]),
		.rst (rst),
		.enable (enable),
		.out (dff_out)
		);
	mux2x1 mux_in (
		.b (dff_out),
		.clk (clk[0]),
		.sel (mux_sel),
		.out (mux_out)
		);
	always @(posedge clk[0])
		display <= dff_out;
	always @(posedge clk[2])
		if (enable == 1)
			mux_sel = 1;
endmodule
module count_control (
	input CLOCK_50,
	input w_RX_DV,
	input rst,
	input [0:0] SW,
	output reg [3:0] clk_delay,
	output reg [3:0] count_w,
	output reg [3:0] count_r 
	);
	initial begin           
		clk_delay = 0;        
		count_r = 0;
		count_w = 0;
	end
	always @(posedge CLOCK_50) 
		clk_delay <= clk_delay + 4'd1;
	always @(posedge CLOCK_50) begin
		if (rst == 1 && SW[0] == 0)
			count_w = 4'b0;
		if (rst == 0 && SW[0] == 0)
			if (w_RX_DV) 
				if (count_w < 15)
					count_w <= count_w + 4'b1;
	end
	always @(posedge clk_delay[1]) begin
		if (rst == 1 && SW[0] == 0) begin
			count_r <= 4'b0;
		end
		if (rst == 0 && SW[0] == 1) begin
			if (count_r < 15) begin
				count_r <= count_r + 4'b1;
			end
		end
	end
endmodule
module debounce (
   input       CLOCK_50,
   input       in,
   output reg  out
   );
   reg [19:0] count;
   always @(posedge CLOCK_50)
      count <= count + 1'b1;
   always @(posedge count[19])
      out <= in;
endmodule
module display (
	input [11:0] disp_out,
	input [3:0]  count_r,
	input [3:0]  count_w,
	input	 [0:0] sw,
	output [6:0] hex0,
	output [6:0] hex1,
	output [6:0] hex2,
	output [6:0] hex4,
	output [6:0] hex6,
	output [6:0] hex7
	);
	hexdigit hex7_display (
		.in (count_r),
		.out (hex7)
		);
	hexdigit hex6_display (
		.in (count_w),
		.out (hex6)
		);
	hexdigit hex4_display (
		.in ({3'b000, sw}),
		.out (hex4)
		);
	hexdigit hex2_display (
		.in (disp_out[11:8]),
		.out (hex2)
		);
	hexdigit hex1_display (
		.in (disp_out[7:4]),
		.out (hex1)
		);
	hexdigit hex0_display (
		.in (disp_out[3:0]),
		.out (hex0)
		);
endmodule
module edge_detect (
   input 	clk,
   input 	in,
   output 	out
   );
   reg [1:0] q;
   always @(posedge clk) begin
      q[1] <= in;
      q[0] <= q[1];
   end
   assign out = q[1] & ~q[0];
endmodule
module hexdigit (
    input [3:0] in,
    output reg [6:0] out
    );
    always @(in) begin
      case (in)
      4'h0: out = 7'b1000000;
      4'h1: out = 7'b1111001;
      4'h2: out = 7'b0100100;
      4'h3: out = 7'b0110000;
      4'h4: out = 7'b0011001;
      4'h5: out = 7'b0010010;
      4'h6: out = 7'b0000010;
      4'h7: out = 7'b1111000;
      4'h8: out = 7'b0000000;
      4'h9: out = 7'b0010000;
      4'ha: out = 7'b0001000;
      4'hb: out = 7'b0000011;
      4'hc: out = 7'b1000110;
      4'hd: out = 7'b0100001;
      4'he: out = 7'b0000110;
      4'hf: out = 7'b0001110;
      endcase
   end
endmodule
module multiplier(
	input		[3:0] a,
	input 	[3:0] b,
	input				clk,
	input 			enable,
	output reg	[7:0] out
	);
	initial out = 0;
	always @(posedge clk)
		if (enable == 1)
			out = a * b;
		else
			out = 0;
endmodule
module mux2x1 (
	input [11:0] b,
	input 		sel,
	input 		clk,
	output reg [11:0] out
	);
	reg [11:0] a;
	initial a = 0;
	always @(posedge clk)
		if (sel == 0)
			out <= a;
		else
			out <= b;
endmodule 
module my_dff(
	input [11:0] d,
	input clk,
	input rst,
	input enable,
	output reg [11:0] out 
	);
	initial out = 0;
	always @(posedge clk) begin
		if (rst == 1 && enable == 0)
			out <= 0;
		else
			out <= d;
	end
endmodule
module my_ram (
   input [3:0]       clk,
	input 				CLOCK_50,
	input					rst,
	input					sw,
   input [3:0]      	raddr,
	input [3:0] 		waddr,
   input [3:0]       din,
   input             we,
   output reg [3:0]  dout
   );
   reg [3:0] arr [0:15];
	initial begin
		arr[0] = 4'b0;
		arr[1] = 4'b0;
		arr[2] = 4'b0;
		arr[3] = 4'b0;
		arr[4] = 4'b0;
		arr[5] = 4'b0;
		arr[6] = 4'b0;
		arr[7] = 4'b0;
		arr[8] = 4'b0;
		arr[9] = 4'b0;
		arr[10] = 4'b0;
		arr[11] = 4'b0;
		arr[12] = 4'b0;
		arr[13] = 4'b0;
		arr[14] = 4'b0;
		arr[15] = 4'b0;
		dout = 0;
	end
	always @(posedge CLOCK_50) begin
		if (rst == 1 && sw == 0) begin
			arr[0] <= 4'b0;
			arr[1] <= 4'b0;
			arr[2] <= 4'b0;
			arr[3] <= 4'b0;
			arr[4] <= 4'b0;
			arr[5] <= 4'b0;
			arr[6] <= 4'b0;
			arr[7] <= 4'b0;
			arr[8] <= 4'b0;
			arr[9] <= 4'b0;
			arr[10] <= 4'b0;
			arr[11] <= 4'b0;
			arr[12] <= 4'b0;
			arr[13] <= 4'b0;
			arr[14] <= 4'b0;
			arr[15] <= 4'b0;
		end
		if (rst == 0 && sw == 0)
			if (we == 1)
				arr[waddr] <= din;
	end	
	always @(posedge clk[1])
		if (sw == 1) 
			dout <= arr[raddr];    
endmodule
module my_rom (
	input 		[3:0] 	raddr,
	input 					clk,
	input						sw,
	output reg	[3:0]		dout
	);
	reg [3:0] arr [0:15];
	initial begin
		arr[0] = 4'h0;
		arr[1] = 4'h1;
		arr[2] = 4'h2;
		arr[3] = 4'h3;
		arr[4] = 4'h4;
		arr[5] = 4'h5;
		arr[6] = 4'h6;
		arr[7] = 4'h7;
		arr[8] = 4'h8;
		arr[9] = 4'h9;
		arr[10] = 4'ha;
		arr[11] = 4'hb;
		arr[12] = 4'hc;
		arr[13] = 4'hd;
		arr[14] = 4'he;
		arr[15] = 4'h0;
		dout = 0;
	end
	always @(posedge clk)
		if (sw == 1)
			dout = arr[raddr];
endmodule
module system (
	input 			CLOCK_50,			 
	input				w_RX_DV,
	input  [3:0] 	w_RX_Byte,      	 
	input  [0:0]	KEY,
	input  [0:0] 	SW,
	output [6:0]	HEX0,
	output [6:0] 	HEX1,
	output [6:0] 	HEX2,
	output [6:0] 	HEX4,
	output [6:0]	HEX6,
	output [6:0]	HEX7
	);
	wire [3:0] 	count_r;
	wire [3:0] 	count_w;
	wire [3:0] 	clk_delay;     
	wire [0:0]	rst;
	wire [3:0]	rom_out;
	wire [3:0]	ram_out;
	wire [11:0] disp_out;
	debounce db_rst (
		.CLOCK_50 (clk_delay[1]),
		.in (~KEY[0]),
		.out (rst)
		);	
	edge_detect dv_det(
		.clk (CLOCK_50),
		.in (w_RX_DV),
		.out (DV)
		);
	my_ram ram16x4 (
		.we (DV),
		.rst (rst),
		.sw (SW[0]),
		.waddr (count_w),
		.raddr (count_r),
		.din (w_RX_Byte),
		.clk (clk_delay),
		.CLOCK_50 (CLOCK_50),
		.dout (ram_out)
		);
	my_rom rom16x8 (
		.raddr (count_r),
		.clk (clk_delay[1]),
		.sw (SW[0]),
		.dout (rom_out)
		);
	compute compute_mod (
		.ram_out (ram_out),
		.rom_out (rom_out),
		.clk (clk_delay),
		.rst (rst),
		.enable (SW[0]),
		.display (disp_out)
		);
	display disp_hex (
		.disp_out (disp_out),
		.count_r (count_r),
		.count_w (count_w),
		.sw (SW[0]), 
		.hex0 (HEX0),
		.hex1 (HEX1),
		.hex2 (HEX2),
		.hex4 (HEX4),
		.hex6 (HEX6),
		.hex7 (HEX7)
		);		
	count_control controller (
		.CLOCK_50 (CLOCK_50),
		.w_RX_DV (DV),
		.rst (rst),
		.SW (SW[0]),
		.clk_delay (clk_delay),
		.count_w (count_w),
		.count_r (count_r) 
		);
endmodule
==> flow_summary.html <==
<p>Metrics extracted from the flow reports.</p>
<table>
<tr><th>Metric</th><th>Value</th></tr>
<tr><th colspan="2">Worst setup path</th></tr>
<tr><td>Slowest cell delay on critical path</td><td>0.45 ns</td></tr>
<tr><td>Crit. End Element</td><td>output pin</td></tr>
<tr><td>Cell seen most often among critical-path stages</td><td>inv_1</td></tr>
<tr><td>Launching element type of the critical path</td><td>register</td></tr>
<tr><td>WS Path Type</td><td>reg2out</td></tr>
<tr><td>Critical Path Slowest Stage Cell</td><td>mux4_2</td></tr>
<tr><td>Required time of the worst setup path</td><td>2.16 ns</td></tr>
<tr><td>Highest net fanout along the worst path</td><td>6</td></tr>
<tr><td>Kind of cell adding the most delay to the critical path</td><td>buffers and inverters</td></tr>
<tr><td>Cell-by-cell listing of the critical path</td><td>inv_1 -&gt; ha_1 -&gt; inv_1 -&gt; mux4_2 -&gt; clkdlybuf4s50_1</td></tr>
<tr><td>Arrival time of data at the critical path endpoint</td><td>2.05 ns</td></tr>
<tr><td>Count of buffering cells on the critical path with inverters included</td><td>3</td></tr>
<tr><th colspan="2">Hold path</th></tr>
<tr><td>Type of the most critical hold path</td><td>reg2reg</td></tr>
<tr><th colspan="2">Global route</th></tr>
<tr><td>Aggregate global-route resource usage</td><td>11.25%</td></tr>
<tr><td>Number of global-route vias before repair</td><td>5010</td></tr>
<tr><td>Initial antenna violation count</td><td>0</td></tr>
<tr><td>Total congestion overflow</td><td>0</td></tr>
<tr><td>First-pass GRT wire length</td><td>24.83 mm</td></tr>
<tr><td>Pin count of the biggest net entering global routing</td><td>54</td></tr>
<tr><th colspan="2">Logic synthesis</th></tr>
<tr><td>Most used DFF post-synth</td><td>dfxtp_1</td></tr>
<tr><td>Number of synthesized register bits</td><td>172</td></tr>
<tr><td>Netlist area before placement</td><td>8273 µm²</td></tr>
<tr><td>Share of flip-flops with an asynchronous set or reset after synthesis</td><td>0%</td></tr>
<tr><td>Synthesis area per yosys</td><td>8273 µm²</td></tr>
<tr><td>Sequential element share of the synthesized area</td><td>50.45%</td></tr>
<tr><td>Yosys Warn Count</td><td>12</td></tr>
<tr><td>Number of standard cells after synthesis</td><td>750</td></tr>
<tr><td>Cell count in the Yosys report</td><td>750</td></tr>
<tr><td>Post-synth cell types</td><td>55</td></tr>
<tr><td>Average cell area after synthesis</td><td>11.03 µm²</td></tr>
<tr><td>Number of enable-type register cells in the synthesized netlist</td><td>73</td></tr>
<tr><th colspan="2">Flow run</th></tr>
<tr><td>Max Cap Violations</td><td>0</td></tr>
<tr><td>Number of warnings in the stage logs</td><td>51</td></tr>
<tr><th colspan="2">Clock network</th></tr>
<tr><td>Max H-tree Level</td><td>3</td></tr>
<tr><td>Clk Latency, worst-skew pair</td><td>0.33 ns</td></tr>
<tr><td>Clock Root Buffer</td><td>clkbuf_16</td></tr>
<tr><td>CTS tree</td><td>built</td></tr>
<tr><td>Clock input transition at the sequential cells of the worst setup and hold paths</td><td>0.06 ns</td></tr>
<tr><td>Maximum root-to-sink buffer count</td><td>2</td></tr>
<tr><td>Inserted Clock Buffers</td><td>9</td></tr>
<tr><td>Number of post-CTS setup repair buffers</td><td>0</td></tr>
<tr><th colspan="2">Power</th></tr>
<tr><td>Combinational share of power</td><td>4.9%</td></tr>
<tr><td>P_sw</td><td>552.7 µW</td></tr>
<tr><td>Static leakage power</td><td>3.693 nW</td></tr>
<tr><td>Int Power</td><td>2.023 mW</td></tr>
<tr><td>Power per unit of standard cell area</td><td>271.3 nW/µm²</td></tr>
<tr><td>Peak ir drop on the vdd network</td><td>0.0002848 V</td></tr>
<tr><td>Power share of the clock group</td><td>46.6%</td></tr>
<tr><td>Switching fraction of total power</td><td>21.46%</td></tr>
<tr><td>Sequential Power Share</td><td>48.4%</td></tr>
<tr><th colspan="2">Die</th></tr>
<tr><td>Core Region</td><td>27030 µm²</td></tr>
<tr><td>I/O pin total</td><td>50</td></tr>
<tr><td>Initial standard-cell utilization of the core</td><td>30.61%</td></tr>
<tr><td>Horizontal die dimension</td><td>168.1 µm</td></tr>
<tr><td>Y dimension of the die</td><td>168.1 µm</td></tr>
<tr><td>Row Count</td><td>60</td></tr>
<tr><td>Overall chip area</td><td>28240 µm²</td></tr>
<tr><th colspan="2">STA</th></tr>
<tr><td>Worst-case headroom to the max-slew limit</td><td>43.69%</td></tr>
<tr><td>Time the final worst path needs with I/O delays and setup</td><td>2.595 ns</td></tr>
<tr><td>Final Hold Vio Count</td><td>0</td></tr>
<tr><td>Clock Skews</td><td>0.003178 ns</td></tr>
<tr><td>Max Fclk</td><td>385.4 MHz</td></tr>
<tr><td>Number of register pins that no clock reaches</td><td>99</td></tr>
<tr><td>Setup violations, final</td><td>0</td></tr>
<tr><td>Endpoints left unconstrained</td><td>135</td></tr>
<tr><td>Final Max Tran Viols</td><td>0</td></tr>
<tr><td>Slew of the pin with the lowest slew margin</td><td>0.8435 ns</td></tr>
<tr><td>TNS Setup</td><td>0 ns</td></tr>
<tr><td>Unrepaired setup endpoints after global routing</td><td>no</td></tr>
<tr><td>Period Utilization, post-route</td><td>96.11%</td></tr>
<tr><th colspan="2">Cells and area</th></tr>
<tr><td>Post-Route Utilization</td><td>35.13%</td></tr>
<tr><td>Highest-count logic cell in the final layout</td><td>and2_1</td></tr>
<tr><td>Share of post-route cells with drive strength above 1</td><td>9.091%</td></tr>
<tr><td>Highest-count cells in the layout ignoring fill and taps</td><td>and2_1 (103), dfxtp_1 (97), edfxtp_1 (73)</td></tr>
<tr><td>Area grow syn2layout</td><td>14.78%</td></tr>
<tr><th colspan="2">Run status</th></tr>
<tr><td>Result of the run</td><td>completed</td></tr>
<tr><th colspan="2">Drt</th></tr>
<tr><td>Antenna diodes</td><td>0</td></tr>
<tr><td>Routed wire length</td><td>14.99 mm</td></tr>
<tr><td>Initial DRC count</td><td>248</td></tr>
<tr><td>Number of antenna-violating nets in the routed design</td><td>0</td></tr>
<tr><td>Iteration count of the initial detailed-routing pass</td><td>4</td></tr>
<tr><td>Total number of vias</td><td>5158</td></tr>
<tr><td>DR WL/cell</td><td>13.10 µm</td></tr>
<tr><td>Final routed DRC violation total</td><td>0</td></tr>
<tr><td>Mean number of vias per cell</td><td>4.509</td></tr>
<tr><th colspan="2">Placed design</th></tr>
<tr><td>Placer's final routability congestion estimate</td><td>0.8328</td></tr>
<tr><td>Number of port buffers</td><td>46</td></tr>
<tr><td>Post-detailed-placement half-perimeter wirelength</td><td>10.88 mm</td></tr>
</table>
## cells by family after synthesis
| family | after synthesis | synth area share, % |
|---|---|---|
| flops | 172 | 50.45 |
| other cells | 2 | 0.09078 |
| xor+xnor | 30 | 3.176 |
| mux | 43 | 7.275 |
| buf+inv | 76 | 3.962 |
| fa+ha+maj | 60 | 9.528 |
| simple gates | 247 | 16.18 |
| compound gates | 120 | 9.332 |
## synth_stat cells (all sizes together), types with 7 or more instances
| master | instances | area share (%) |
|---|---|---|
| clkbuf | 25 | 1.1 |
| a22o | 8 | 0.85 |
| dfxtp | 99 | 24 |
| inv | 37 | 1.7 |
| a21oi | 25 | 1.5 |
| nor2b | 15 | 1.1 |
| ha | 55 | 8.3 |
| mux4 | 13 | 3.5 |
| o21ai | 35 | 2.1 |
| nand2 | 37 | 1.7 |
| nor2 | 48 | 2.2 |
| mux2i | 23 | 2.8 |
| buf | 14 | 1.1 |
| edfxtp | 73 | 26 |
| xnor2 | 22 | 2.3 |
| o22ai | 12 | 0.91 |
| xor2 | 8 | 0.85 |
| and2 | 103 | 7.8 |
| nand3 | 18 | 1.1 |
| mux2 | 7 | 0.95 |
## timing repair
action,CTS,global route
endpoints found under the hold margin,0,0
hold buffers,0,0
resized,1,2
setup endpoints to repair,1,2
## registers in the layout (all words and copies together) (netlist names), 2 cells and up
signal and flops:
compute_mod.dff_rr.out 12, controller.count_r 4, ram16x4.arr 64, compute_mod.add_rr.out 12
controller.clk_delay 3, HEX1 7, HEX2 7, compute_mod.mult_rr.out 8
rom16x8.dout 4, dv_det.q 2, ram16x4.dout 4, compute_mod.mux_in.out 12
db_rst.count 20, HEX0 7, controller.count_w 4
## metrics by stage
step | instances | setup slack [ns] | power (mW) | hold WS (ns) | instance area (µm²)
final | 1144 | 0.1052 | 2.576 | 0.3881 | 9495
after floorplan | 752 | 0.6212 | 1.330 | 0.3319 | 8280
after global routing | 1144 | 0.02971 | 2.668 | 0.4026 | 9495
after CTS | 1144 | 0.01283 | 2.612 | 0.3978 | 9493
after global placement | 1128 | 0.1519 | 1.400 | 0.3878 | 9189
after detailed placement | 1128 | 0.09446 | 1.399 | 0.3802 | 9189
## area by class of cell
type / count / area (µm²)
fill: 2659 / 17530
sequential: 172 / 4177
multi-input combinational: 504 / 3779
timing repair buffer: 74 / 670.6
tap: 341 / 426.7
clock buffer: 9 / 225.2
inverter: 37 / 138.9
clock inverter: 7 / 78.83
## per-layer routing
metal	GRT usage, %	part of all wire, %
met5	0	0
met4	1.779	1.3
met3	3.160	6.3
met2	19.22	48
met1	14.80	45
## power by group through the flow
| stage | clock network, mW | logic (mW) | registers, mW |
|---|---|---|---|
| after global routing | 1.28 | 0.139 | 1.25 |
| final | 1.20 | 0.127 | 1.25 |
| after CTS | 1.23 | 0.130 | 1.25 |
## worst paths after layout
path	start	slack, ns	endpoint	cells after the start
worst max-delay path	controller.count_w[1]$_DFF_P_	0.11	HEX6[3]	5
worst min-delay path	dv_det.q[1]$_DFF_P_	0.39	dv_det.q[0]$_DFF_P_	0
worst max register to register	controller.count_w[1]$_DFF_P_	0.89	ram16x4.arr[13][2]$_SDFFCE_PN0P_	5
worst min register to register	dv_det.q[1]$_DFF_P_	0.39	dv_det.q[0]$_DFF_P_	0
Power and IR drop assume default switching activity.
